--- design/flow/config.mk ---
export PLATFORM = sky130hd
export DESIGN_NAME = single_port_memory
export DESIGN_NICKNAME = single_port_memory
export VERILOG_FILES = /design/flow/design.v
export SDC_FILE = /design/flow/constraint.sdc
export NUM_CORES = 4
export LEC_CHECK = 1
export CORE_AREA = 10 10 78 78
export DIE_AREA = 0 0 88 88
--- design/flow/constraint.sdc ---
current_design single_port_memory

set clk_period 2.6
set clk_io_pct 0.2

create_clock -name clk0 -period $clk_period [get_ports {clk}]

set non_clock_inputs [all_inputs -no_clocks]
set_input_delay [expr $clk_period * $clk_io_pct] -clock clk0 $non_clock_inputs
set_output_delay [expr $clk_period * $clk_io_pct] -clock clk0 [all_outputs]
--- design/flow/design.v ---
module single_port_memory(
  clk,
  reset,
  en,
  addr,
  wr_data,
  rd_wr,
  rd_data,
  out_wr_data,
  out_wr_data_en,
  error,
  err_clr
);
  localparam        DEPTH                = 16;
  localparam        ADDR_WIDTH           = 4;
  localparam        DATA_WIDTH           = 16;
  localparam [1:0]  IDLE                 = 2'b00;
  localparam [1:0]  WRITE_TRANS          = 2'b01;
  localparam [1:0]  READ_TRANS           = 2'b10;
  localparam [1:0]  ERROR                = 2'b11;
  input                     clk;                            
  input                     reset;                          
  input                     en;                             
  input                     rd_wr;                          
  input                     err_clr;                        
  input                     out_wr_data_en;                 
  input [ADDR_WIDTH-1 : 0]  addr;                           
  input [DATA_WIDTH-1 : 0]  wr_data;                        
  output error;                                             
  output [DATA_WIDTH-1 : 0] out_wr_data;                    
  output [DATA_WIDTH-1 : 0] rd_data;                        
  integer i;
  reg error;
  reg [DATA_WIDTH-1 : 0]    out_wr_data;
  reg [DATA_WIDTH-1 : 0]    rd_data;
  reg [DATA_WIDTH-1 : 0]    memory [0 : DEPTH-1];           
  reg [1:0]                 state;
  reg [1:0]                 nxt_state;
  reg                       nxt_error;
  reg [15 : 0]              nxt_out_wr_data;
  reg [15 : 0]              nxt_rd_data;
  wire [DATA_WIDTH-1 : 0]   wr_data;
  wire [ADDR_WIDTH-1 : 0]   addr;
  wire                      out_wr_data_en;
  wire                      rd_wr;
  wire                      clk,reset,en,err_clr;
  always @(*)
  begin
    nxt_error                            = error;
    nxt_rd_data                          = rd_data;
    nxt_out_wr_data                      = out_wr_data;
    nxt_state                            = state;
    case (state)
      IDLE:
      begin
        if(addr>DEPTH)                                      
        begin
          nxt_error                      = 1;
          nxt_state                      = ERROR;
        end
        if(en&rd_wr)
        begin
          nxt_state                      = WRITE_TRANS;
        end
        if(en&!rd_wr)
        begin
          nxt_state                      = READ_TRANS;
        end
      end
      WRITE_TRANS :
      begin
        nxt_memory[addr]                 = wr_data [DATA_WIDTH-1 : 0];
        if (out_wr_data_en)
        begin
          nxt_out_wr_data                = wr_data [DATA_WIDTH-1 : 0];
        end
        nxt_state                        = IDLE;
      end
      READ_TRANS :
      begin
        nxt_rd_data                      = memory[addr] ;
        nxt_state                        = IDLE ;
      end
      ERROR   :
      begin
        if(err_clr)                                          
        begin
          nxt_state                      = IDLE;
        end
      end
    endcase
  end
  always @(posedge clk, negedge reset)
  begin
    if (!reset)                                              
    begin
      out_wr_data                        <= 16'b0;
      state                              <= 2'b0;
      rd_data                            <= 16'b0;
      error                              <= 1'b0;
      for(i =0;i<DEPTH;i=i+1)
      begin
        memory[i]                        <=16'b0;
      end
    end
    else
    begin
      out_wr_data                        <= nxt_out_wr_data;
      state                              <= nxt_state;
      rd_data                            <= nxt_rd_data;
      error                              <= nxt_error;
    end
  end
endmodule
--- design/flow/run.sh ---
#!/bin/bash
# OpenROAD 26Q1-2900-gdf79404cd8, Yosys 0.63+post, stock flow scripts
make -C /OpenROAD-flow-scripts/flow DESIGN_CONFIG=/design/flow/config.mk WORK_HOME=/design/flow/orfs finish
==> metrics.cfg <==
[drt]
drt-total-wl_um=2100
number_of_nets_with_antenna_violations_after_detailed_routing=0
drc=0
viasPerCell=3.65
drt_iter0_markers=12
wl_per_cell_um=13.0
drt_first_pass_iters=3
detailroute.via_count=592
insertedDiodeCount=0

[logic_synthesis]
yosys.stat.seqShare=0.554
yosys_cells=67
netlist.top_cell.by_area=dfrtp_1
synthesis.yosys.warnings=4
netlist_area_um2=951
ys_top_cells_by_area=dfrtp_1, mux2_4, buf_4, mux2_2, dfstp_2
synth_cells=67
ys.flops=21
synth_chip_area_um2=951
post_synth.cell_area_avg_um2=14.2
synthDominantCellAreaShare=0.526
ys_types=17

[finish]
area.growth.synth_to_final_pct=46.1
filler_cell_count=433
finalCoreUtilization=0.315
ratio_of_cells_with_drive_above_1_in_the_final_layout=0.227

[worst_hold_path]
holdCritPathClass=reg -> reg

[run]
max_cap_viol_count=0
openroad.warnings=29

[global_routing]
grt_max_degree=22
grt_first_pass_wirelength_um=3460
grt_use_total=0.0564
overflow=0
grt_pass1_vias=680
initial_antenna_violation_count=0

[cts]
ctsHoldBuffers=0
cts_tree=yes
ctsResizeCount=0
clkSlewWorstSetupHoldPaths_ps=70
cts_inserted_buffers=3
post_cts.repair.setup_buffers=0
cts.htree.levels=1
numClockSinks=21
clkLatencyLatePin_ps=250
cts-root-to-sink-buffers=2
cts-root-buf=clkbuf_8

[floorplan]
die_w_um=88
ioPinCount=59
dieHeight_um=88
std_cell_rows=24
chipArea_um2=7740
fp-utilization=0.215
coreArea_um2=4410

[setup_path]
worst-endpoint-arrival_ps=1080
startpoint=out_wr_data[7]$_DFFE_PN0P_
cp_max_fo=2
worstSetupEndpoint=out_wr_data[7]
setup_crit_path_kind=reg -> out
r2r_cells=4
timing.rr.end=out_wr_data[0]$_DFFE_PN0P_
critPathSlowestCell=clkdlybuf4s50_1
worst-path-buf-inv=1
setup.worst_path.end_class=output port
timing.critical_path.from_type=flop
worst-endpoint-required_ps=2080
path_depth=1
r2r_start=state[0]$_DFF_PN1_
cp_cell_sequence=clkdlybuf4s50_1
timing.critical_path.max_delay_family=buffers and inverters
cpPeakStageDelay_ps=470
rrSetupSlack_ps=1250

[place]
placement.io_buffers=38
gpl.final_weighted_congestion=0.668
dp.final_hpwl_um=1790

[sta]
timing.clock.skew_ps=0.869
timing_max_transition_violations_final=0
fin_crit_period_ps=1600
setup_repair_after_global_routing_missed_its_margin=no
report.final.setup_viol=0
finalHoldViolCount=0
highest_achievable_clock_rate_mhz=624
post-route-period-util=0.616
setup-tns-final_ps=0

[pwr]
p_total_uw=878
leakage_uw=0.000615
p_per_area_nw_per_um2=632
vdd_drop_max_mv=0.370

[run_status]
run_status=completed

-- how the worst min path moves through the flow --
| stage | end | depth (start not counted) | start | slack (ps) |
|---|---|---|---|---|
| after CTS | error$_DFFE_PN0P_ | 2 | error$_DFFE_PN0P_ | 470 |
| after global routing | error$_DFFE_PN0P_ | 1 | state[2]$_DFF_PN0_ | 510 |
| final | error$_DFFE_PN0P_ | 2 | error$_DFFE_PN0P_ | 460 |
-- state kept, by name, summed over array words and instances (netlist names) --
signal / flops
error: 1
out_wr_data: 16
state: 4
-- layer usage --
metal	track usage	wire length [µm]
met5	0	0
met3	0.0327	276
met4	0.00145	4
met1	0.0628	768
met2	0.0966	1050
-- cell usage after synthesis --
cell / number
a211oi_1: 1
and3_1: 1
buf_4: 16
buf_6: 1
conb_1: 1
dfrtp_1: 20
dfstp_2: 1
inv_1: 3
mux2_2: 6
mux2_4: 10
nand2_1: 1
nor2_1: 1
nor2b_1: 1
nor3_2: 1
o21ai_0: 1
o21ai_2: 1
o41ai_1: 1
-- area by class of cell --
| cell class | count | area, µm² | share of cell area |
|---|---|---|---|
| Multi-Input combinational cell | 41 | 338 | 0.243 |
| Inverter | 3 | 11.3 | 0.00811 |
| Clock buffer | 4 | 45.0 | 0.0324 |
| Timing Repair Buffer | 41 | 403 | 0.290 |
| Tap cell | 52 | 65.1 | 0.0468 |
| Sequential cell | 21 | 527 | 0.379 |
-- metrics by stage --
stage	hold WS [ps]	cells	area, µm²	setup WS (ps)
floorplan	224	82	1010	1190
global placement	459	158	1340	835
detailed placement	452	158	1340	822
global route	514	162	1390	928
CTS	468	162	1390	969
finish	463	162	1390	998
-- report_power, final --
part	internal, µW	leakage, µW	switching, µW
sequential	382	0.000247	30.0
combinational	196	0.000345	66.9
clock	109	0.0000228	93.9
total	687	0.000615	191
-- kinds of logic after synthesis --
logic type	synth area share
flops	0.554
other cells	0.00394
buf+inv	0.150
mux	0.229
simple gates	0.0316
compound gates	0.0316
-- cells in the final DEF, fill, tap and decap left out, drive strengths merged --
| master | synthesis | final |
|---|---|---|
| clkdlybuf4s50 | 0 | 38 |
| dfrtp | 20 | 20 |
| conb | 1 | 16 |
| mux2 | 16 | 16 |
| clkbuf | 0 | 4 |
| inv | 3 | 3 |
| buf | 17 | 3 |
| o21ai | 2 | 2 |
| nand2 | 1 | 1 |
| nor2 | 1 | 1 |
| and3 | 1 | 1 |
| nor2b | 1 | 1 |
| a211oi | 1 | 1 |
| nor3 | 1 | 1 |
| o41ai | 1 | 1 |
| dfstp | 1 | 1 |
Power and IR drop assume default switching activity.
