<file path="/design/flow/config.mk">
export PLATFORM = sky130hd
export DESIGN_NAME = logic_gate_mux
export DESIGN_NICKNAME = logic_gate_mux
export VERILOG_FILES = /design/flow/design.v
export SDC_FILE = /design/flow/constraint.sdc
export NUM_CORES = 4
export LEC_CHECK = 1
export CORE_AREA = 10 10 88 88
export DIE_AREA = 0 0 98 98
</file>
<file path="/design/flow/constraint.sdc">
current_design logic_gate_mux

set clk_period 3.3
set clk_io_pct 0.2

create_clock -name clk0 -period $clk_period [get_ports {clk}]

set non_clock_inputs [all_inputs -no_clocks]
set_input_delay [expr $clk_period * $clk_io_pct] -clock clk0 $non_clock_inputs
set_output_delay [expr $clk_period * $clk_io_pct] -clock clk0 [all_outputs]
</file>
<file path="/design/flow/design.v">
module logic_gate_mux(
  clk,
  reset,
  en,
  gate_type,
  no_of_inp,
  op1,
  op2,
  op3,
  op4,
  op_ack_in_pulse,
  final_inp_ack,
  out,
  op_ack_out,
  time_lim_err,
  inp_num_err,
  err_clr
);
  localparam [3:0] IDLE          = 4'b0000;
  localparam [3:0] GATE_SELECT   = 4'b0001;
  localparam [3:0] AND           = 4'b0010;
  localparam [3:0] OR            = 4'b0011;
  localparam [3:0] NOT           = 4'b0100;
  localparam [3:0] NAND          = 4'b0101;
  localparam [3:0] NOR           = 4'b0110;
  localparam [3:0] XOR           = 4'b0111;
  localparam [3:0] XNOR          = 4'b1000;
  localparam [3:0] ERROR         = 4'b1001;
  localparam [3:0] RESULT        = 4'b1010;
  input            clk;                                      
  input            reset;                                    
  input            en;                                       
  input  [3:0]     gate_type;                                
  input  [1:0]     no_of_inp;                                
  input            op1;                                      
  input            op2;                                      
  input            op3;                                      
  input            op4;                                      
  input            op_ack_in_pulse;                          
  input            final_inp_ack;                            
  input            err_clr;                                  
  output           out;                                      
  output           time_lim_err;                             
  output           op_ack_out;                               
  output [1:0]     inp_num_err;                              
  reg    [3:0]     state;
  reg    [3:0]     nxt_state;
  reg              out;
  reg              nxt_out;
  reg              time_lim_err;
  reg              nxt_time_lim_err;
  reg              op_ack_out;
  reg              nxt_op_ack_out;
  reg    [3:0]     count;                                    
  reg    [3:0]     nxt_count;
  reg    [1:0]     inp_num_err;
  reg    [1:0]     nxt_inp_num_err;
  reg              cnt_en;                                   
  reg              nxt_cnt_en;
  wire   [3:0]     gate_type;
  wire   [1:0]     no_of_inp;
  wire             op1;
  wire             op2;
  wire             op3;
  wire             op4;
  wire             clk;
  wire             reset;
  wire             en;
  wire             op_ack_in;
  wire             final_inp_ack;
  wire             err_clr;
  always @(*)
  begin
    nxt_state             = state;
    nxt_out               = out;
    nxt_count             = 4'd0;
    nxt_time_lim_err      = time_lim_err;
    nxt_op_ack_out        = op_ack_out;
    nxt_inp_num_err       = inp_num_err;
    nxt_cnt_en            = cnt_en;
    if(count==4'b1111)                                      
    begin
      nxt_time_lim_err    = 1'b1;                           
      nxt_count           = 4'd0;
    end
    else
    begin
      if(op_ack_in_pulse)                                   
      begin
        nxt_count         = 4'd0;
      end
      else if(cnt_en)                                       
      begin
        nxt_count         = count + 1'b1;
      end
    end
    case (state)
      IDLE:
      begin
        if(en)
        begin
          nxt_state       = GATE_SELECT;
          nxt_cnt_en      = 1'b1;                           
        end
      end
      GATE_SELECT :
      begin
        if (time_lim_err)                                   
        begin
          nxt_state       = ERROR;
        end
        if (gate_type==AND&&final_inp_ack)                  
        begin
          nxt_state       = AND;
        end
        if (gate_type==OR&&final_inp_ack)                   
        begin
          nxt_state       = OR;
        end
        if (gate_type==NOT&&final_inp_ack)                  
        begin
          nxt_state       = NOT;
        end
        if (gate_type==NAND&&final_inp_ack)                 
        begin
          nxt_state       = NAND;
        end
        if (gate_type==NOR&&final_inp_ack)                  
        begin
          nxt_state       = NOR;
        end
        if (gate_type==XOR&&final_inp_ack)                  
        begin
          nxt_state       = XOR;
        end
        if (gate_type==XNOR&&final_inp_ack)                 
        begin
          nxt_state       = XNOR;
        end
      end
      AND :
      begin
        if(no_of_inp==2'b00)
        begin
          nxt_inp_num_err = 2'b10;                          
          nxt_state       = ERROR;
        end
        if(no_of_inp==2'b01)
        begin
          nxt_out         = op1&op2;
          nxt_state       = RESULT;
        end
        if(no_of_inp==2'b10)
        begin
          nxt_out         = op1&op2&op3;
          nxt_state       = RESULT;
        end
        if(no_of_inp==2'b11)
        begin
          nxt_out         = op1&op2&op3&op4;
          nxt_state       = RESULT;
        end
      end
      OR :
      begin
        if(no_of_inp==2'b00)
        begin
          nxt_inp_num_err = 2'b10;
          nxt_state       = ERROR;
        end
        if(no_of_inp==2'b01)
        begin
          nxt_out         = op1|op2;
          nxt_state       = RESULT;
        end
        if(no_of_inp==2'b10)
        begin
          nxt_out         = op1|op2|op3;
          nxt_state       = RESULT;
        end
        if(no_of_inp==2'b11)
        begin
          nxt_out         = op1|op2|op3|op4;
          nxt_state       = RESULT;
        end
      end
      NOT :
      begin
        if(no_of_inp!=2'b00)
        begin
          nxt_inp_num_err = 2'b01;                          
          nxt_state       = ERROR;
        end
        else
        begin
          nxt_out         = ~op1;
          nxt_state       = RESULT;
        end
      end
      NAND :
      begin
        if(no_of_inp==2'b00)
        begin
          nxt_inp_num_err = 2'b10;
          nxt_state       = ERROR;
        end
        if(no_of_inp==2'b01)
        begin
          nxt_out         = ~(op1&op2);
          nxt_state       = RESULT;
        end
        if(no_of_inp==2'b10)
        begin
          nxt_out         = ~(op1&op2&op3);
          nxt_state       = RESULT;
        end
        if(no_of_inp==2'b11)
        begin
          nxt_out         = ~(op1&op2&op3&op4);
          nxt_state       = RESULT;
        end
      end
      NOR :
      begin
        if(no_of_inp==2'b00)
        begin
          nxt_inp_num_err = 2'b10;
          nxt_state       = ERROR;
        end
        if(no_of_inp==2'b01)
        begin
          nxt_out         = ~(op1|op2);
          nxt_state       = RESULT;
        end
        if(no_of_inp==2'b10)
        begin
          nxt_out         = ~(op1|op2|op3);
          nxt_state       = RESULT;
        end
        if(no_of_inp==2'b11)
        begin
          nxt_out         = ~(op1|op2|op3|op4);
          nxt_state       = RESULT;
        end
      end
      XOR :
      begin
        if(no_of_inp==2'b00)
        begin
          nxt_inp_num_err = 2'b10;
          nxt_state       = ERROR;
        end
        if(no_of_inp==2'b01)
        begin
          nxt_out         = op1^op2;
          nxt_state       = RESULT;
        end
        if(no_of_inp==2'b10)
        begin
          nxt_out         = op1^op2^op3;
          nxt_state       = RESULT;
        end
        if(no_of_inp==2'b11)
        begin
          nxt_out         = op1^op2^op3^op4;
          nxt_state       = RESULT;
        end
      end
      XNOR :
      begin
        if(no_of_inp==2'b00)
        begin
          nxt_inp_num_err = 2'b10;
          nxt_state       = ERROR;
        end
        if(no_of_inp==2'b01)
        begin
          nxt_out         = ~(op1^op2);
          nxt_state       = RESULT;
        end
        if(no_of_inp==2'b10)
        begin
          nxt_out         = ~(op1^op2^op3);
          nxt_state       = RESULT;
        end
        if(no_of_inp==2'b11)
        begin
          nxt_out         = ~(op1^op2^op3^op4);
          nxt_state       = RESULT;
        end
      end
      RESULT :
      begin
        nxt_op_ack_out    = 1'b1;                           
        nxt_cnt_en        = 1'b0;                           
      end
      ERROR  :
      begin
        nxt_cnt_en        = 1'b0;                           
        nxt_time_lim_err  = 1'b0;                           
        nxt_inp_num_err   = 1'b0;
        if(err_clr)
        begin
          nxt_state       = IDLE;
        end
      end
    endcase
  end
  always @(posedge clk, negedge reset)
  begin
    if (!reset)
    begin
      state               <= IDLE;
      out                 <= 1'b0;
      count               <= 4'd0;
      time_lim_err        <= 1'b0;
      op_ack_out          <= 1'b0;
      inp_num_err         <= 2'b00;
      cnt_en              <= 1'b0;
    end
    else
    begin
      state               <= nxt_state;
      out                 <= nxt_out;
      count               <= nxt_count;
      time_lim_err        <= nxt_time_lim_err;
      op_ack_out          <= nxt_op_ack_out;
      inp_num_err         <= nxt_inp_num_err;
      cnt_en              <= nxt_cnt_en;
    end
  end
endmodule
</file>
<file path="/design/flow/run.sh">
#!/bin/bash
# OpenROAD 26Q1-2900-gdf79404cd8, Yosys 0.63+post, stock flow scripts
make -C /OpenROAD-flow-scripts/flow DESIGN_CONFIG=/design/flow/config.mk WORK_HOME=/design/flow/orfs finish
</file>
==> Changelog: implementation <==
## Flow update

- HP Class: register to register
- Worst R2R Setup Slack: ~1.7 ns
- Peak Freq: slightly below 500 MHz
- Max clock buf depth: 2
- Hold Path Stages: 1
- Initial antenna violation count: 0
- Mapped Cells: about 110
- WL final: roughly 2300 µm
- Post-CTS Setup Inserts: 0
- Cts hold-fix bufs: 0
- Slew HR: a little under half
- VDD IR max: 0.000194 V
- Worst slew pin tran: roughly 0.8 ns
- GRT Util Overall: under 10%
- Wire length on met2: between 900 and 1000 µm
- Die area: between 0.009 and 0.01 mm²
- Die X-Extent: approximately 100 µm
- Static leakage: 0.577 nW
- Max Transition Viols Final: 0
- Row Count: 28
- Die Ht: 98 µm
- Fin crit period: around 2.1 ns
- First-pass GRT wire length: around 4100 µm
- DR WL/cell: ~11 µm
- Met1 Wirelength: 1130 µm
- Area leader, netlist: dfrtp_1
- Pre-Place Util: 18.6%
- Worst Clk Skew: 0.00140 ns
- Total CTS buffers: 3
- Hold Crit Endpoint: count[0]
- Yosys stat chip area: 0.00110 mm²
- Cell variety after synth: 39
- Share of layout cells above drive strength 1: between 8 and 9%
- Sink Count: 21
- RSZ-0062 raised after global routing: false
- Total negative slack: 0 ns
- Log Warnings: 26
- Critical path startpoint category: input pin
- Worst-case reg-to-reg path depth: 5
- Layout area overhead: 29.5%
- Worst skew pair latency: ~0.26 ns
- Root Driver: clkbuf_8
- Cell area power density: around 390 mW/mm²
- Hpwl dp: 1850 µm
- CP arrival: between 2 and 2.5 ns
- Syn Area/Cell: 9.90 µm²
- Final cell count without fillers: around 210
- Port buffer count: 20
- Run status: completed
- Via count: ~850
- Post-synth seq share: a little under half
- Number of global-route vias before repair: around 870
- Crit end category: register
- Top Ports: 21
- Hold Path Origin: count[0]
- Largest cells by area: dfrtp_1, mux2i_1, nor2_1, ha_1, nand2_1
- Post-synth ARST share: about 100%
- Uppermost layer routed: met4
- Flops after synth: 21
- R2r endpoint: inp_num_err[0]
- Diode count: 0
- Htree depth: 1
- Top FF cell, synth: dfrtp_1
- Fillers: ~640
- Vias per cell: 4.10
- Period utilisation layout: 63.1%
- DR iter-0 viols: slightly below 60
- Worst r2r src: state[8]
- Max cap viols: 0
- First-pass detailed-route iteration total: 4
- CTS tree: built
- Total placed cells including tap cells: between 200 and 250
- Synthesized cell area: around 0.0011 mm²
- Area leader share: 45.6%
- Crit Path Category: input pin to register
- Largest net degree at the start of global routing: 22
- DR WL met3: 203 µm
- Resized Gates After CTS: 0
- Ys cells: roughly 110
- Post-synth EDFFs: 0
- Crit-path max FO: 11
- Fin. Hold Viols: 0
- Crit path DRT: around 3.5 ns
- Final setup fails: 0
- Yosys warning count: 1
- Core area: about 0.006 mm²
- Detail Route Antenna Nets: 0
- DRC: 0
- Routability Congestion: around 0.8
- Grt total ovfl: 0
- Clock-pin slew on the worst setup and hold paths: about 0.080 ns
-- cells in the mapped netlist (all sizes together) (2+ instances only) --
library cell	n
nand3	6
o21ai	4
nand2b	5
dfrtp	20
nor2	14
nor4	3
nand3b	3
nand2	10
ha	3
or2	2
buf	3
inv	6
mux2i	6
o31ai	2
nor3	5
a21oi	3
-- kinds of logic after synthesis --
kind of cell             after synthesis  synth area share [%]
AND/OR/NAND/NOR                       50                  22.9
flip-flops                            21                  48.0
AND-OR/OR-AND                         19                  13.4
XOR/XNOR                               2                  1.59
multiplexers                           7                  6.49
buffers and inverters                  9                  4.21
adder cells (fa/ha/maj)                3                  3.42
-- placed cells by master (no fill, tap or decap), types with 2 or more instances in the layout --
| master | instances |
|---|---|
| nor3_1 | 4 |
| nor2_1 | 14 |
| nand3_1 | 6 |
| nand2_1 | 9 |
| dfrtp_1 | 20 |
| nor4_1 | 3 |
| inv_1 | 6 |
| o21ai_1 | 2 |
| mux2i_1 | 6 |
| nand2b_1 | 5 |
| o21ai_0 | 2 |
| nand3b_1 | 3 |
| a21oi_1 | 3 |
| ha_1 | 3 |
| clkdlybuf4s50_1 | 20 |
| clkbuf_8 | 3 |
-- worst max-delay path by stage --
stage	from	endpoint	slack (ns)	cells after the start
4_1_cts	no_of_inp[1]	out	1.25	5
6_report	no_of_inp[1]	out	1.22	5
5_1_grt	no_of_inp[1]	out	1.02	4
-- through the flow --
step / util [%] / cell area [µm²] / power, mW / setup WS [ns] / hold WS, ns
after global placement: 23.2 / 1380 / 0.396 / 0.989 / 0.450
after global routing: 24.0 / 1420 / 0.591 / 1.02 / 0.504
final: 24.0 / 1420 / 0.556 / 1.22 / 0.459
after floorplan: - / 1100 / 0.331 / 1.60 / 0.364
after CTS: 24.0 / 1420 / 0.566 / 1.25 / 0.462
after detailed placement: 23.2 / 1380 / 0.397 / 0.967 / 0.451
-- report_power, final --
part | total [mW] | switching (mW) | internal (mW)
clock | 0.167 | 0.0833 | 0.0840
sequential | 0.285 | 0.0104 | 0.274
combinational | 0.104 | 0.0378 | 0.0661
-- layer usage --
| metal | vias to the layer above | track usage (%) |
|---|---|---|
| li1 | 439 | - |
| met1 | 395 | 7.11 |
| met2 | 17 | 7.06 |
| met3 | 2 | 2.42 |
| met4 | 0 | 0.447 |
| met5 | - | 0 |
-- registers in the layout, indices dropped and copies added, names as in the netlist --
register,flops
state,11
count,4
inp_num_err,2
cnt_en,1
op_ack_out,1
out,1
time_lim_err,1
-- worst max-delay path, stage by stage --
cell and delay, ns:
clkdlybuf4s50_1 0.50, nor2_1 0.65, nand3b_1 0.15, o32ai_1 0.16
a32o_1 0.15
-- final cells by class --
class | instances | area, µm² | share of cell area [%]
Clock buffer | 3 | 41.3 | 2.90
Multi-Input combinational cell | 81 | 526 | 36.9
Sequential cell | 21 | 527 | 37.0
Clock inverter | 1 | 5.00 | 0.352
Timing Repair Buffer | 21 | 208 | 14.6
Inverter | 6 | 22.5 | 1.58
Tap cell | 75 | 93.8 | 6.60
No activity file was given, so power comes from the tool's default toggle rates.
